File: flow/run.sh
#!/bin/bash
# OpenROAD 26Q1-2900-gdf79404cd8, Yosys 0.63+post, stock flow scripts
make -C /OpenROAD-flow-scripts/flow DESIGN_CONFIG=/design/flow/config.mk WORK_HOME=/design/flow/orfs finish
File: flow/config.mk
export PLATFORM = sky130hd
export DESIGN_NAME = spi_slave
export DESIGN_NICKNAME = spi_slave
export VERILOG_FILES = /design/flow/design.v
export SDC_FILE = /design/flow/constraint.sdc
export NUM_CORES = 4
export LEC_CHECK = 1
export CORE_AREA = 10 10 100 100
export DIE_AREA = 0 0 110 110
File: flow/constraint.sdc
current_design spi_slave

set clk_period 2.6
set clk_io_pct 0.2

create_clock -name clk0 -period $clk_period [get_ports {clk}]

set non_clock_inputs [all_inputs -no_clocks]
set_input_delay [expr $clk_period * $clk_io_pct] -clock clk0 $non_clock_inputs
set_output_delay [expr $clk_period * $clk_io_pct] -clock clk0 [all_outputs]
File: flow/design.v
module spi_slave (
    input wire clk,
    input wire reset,
    input wire [7:0] data_tx,
    input wire tx_valid,
    output reg tx_ready,
    output reg [7:0] data_rx,
    output reg rx_valid,
    input wire rx_read,
    input wire sck,
    input wire mosi,
    output reg miso,
    input wire cs_n,
    output reg busy,
    output reg error
);
    reg [7:0] shift_tx;
    reg [7:0] shift_rx;
    reg [2:0] bit_counter;
    reg last_cs_n;
    reg last_sck;
    reg sck_rising;
    reg sck_falling;
    reg cs_n_sync;
    reg sck_sync;
    reg mosi_sync;
    always @(posedge clk or posedge reset) begin
        if (reset) begin
            cs_n_sync <= 1'b1;
            sck_sync <= 1'b0;
            mosi_sync <= 1'b0;
            last_cs_n <= 1'b1;
            last_sck <= 1'b0;
        end else begin
            cs_n_sync <= cs_n;
            sck_sync <= sck;
            mosi_sync <= mosi;
            last_cs_n <= cs_n_sync;
            last_sck <= sck_sync;
        end
    end
    assign sck_rising = (sck_sync && !last_sck);
    assign sck_falling = (!sck_sync && last_sck);
    typedef enum logic [1:0] {
        IDLE        = 2'b00,
        TRANSFER    = 2'b01,
        COMPLETE    = 2'b10
    } state_t;
    state_t current_state;
    always @(posedge clk or posedge reset) begin
        if (reset) begin
            current_state <= IDLE;
            shift_tx <= 8'h00;
            shift_rx <= 8'h00;
            bit_counter <= 3'h0;
            miso <= 1'b0;
            data_rx <= 8'h00;
            rx_valid <= 1'b0;
            tx_ready <= 1'b1;
            busy <= 1'b0;
            error <= 1'b0;
        end else begin
            case (current_state)
                IDLE: begin
                    tx_ready <= 1'b1;
                    busy <= 1'b0;
                    error <= 1'b0;
                    rx_valid <= 1'b0;
                    bit_counter <= 3'h0;
                    if (tx_valid && tx_ready) begin
                        shift_tx <= data_tx;
                        tx_ready <= 1'b0;
                    end
                    if (cs_n_sync == 0 && last_cs_n == 1) begin
                        current_state <= TRANSFER;
                        busy <= 1'b1;
                    end
                end
                TRANSFER: begin
                    if (sck_rising) begin
                        shift_rx <= {shift_rx[6:0], mosi_sync};
                        bit_counter <= bit_counter + 1;
                    end
                    if (sck_falling) begin
                        miso <= shift_tx[7];
                        shift_tx <= {shift_tx[6:0], 1'b0};
                    end
                    if (bit_counter == 8) begin
                        current_state <= COMPLETE;
                        data_rx <= shift_rx;
                    end
                    if (cs_n_sync == 1 && last_cs_n == 0) begin
                        current_state <= IDLE;
                        error <= 1'b1;
                    end
                end
                COMPLETE: begin
                    rx_valid <= 1'b1;
                    current_state <= IDLE;
                    if (rx_read) begin
                        rx_valid <= 1'b0;
                    end
                end
                default: begin
                    current_state <= IDLE;
                end
            endcase
        end
    end
endmodule
==> run notes <==
run metrics: hold slack 0.3697 ns, Yosys chip area approximately 850 sq um, Yosys top cell by area dfrtp_1, DR iter-0 viols 21, Ports 28, sw power 0.1062 mW, # setup viols final 0, drt first pass iters 3, post-CTS setup buffer count 0, CTS clk-pin slew, worst paths 0.07 ns, run status finished, final reports clean, Yosys reg bits 18, Leak 0.4291 nW, Top-area cell share 0.4118, clock share of power 0.404, max-slew violations 0, largest net degree at the start of global routing 19, Max Freq between 500 and 600 MHz, number of remaining DRC errors 0, Sequential Power Share 0.530, chip height 110 um, Total GRT Usage 0.02835, pwr dens approximately 490 nW/um^2, RSZ-0062 raised after global routing no, via count 471, Worst Setup Slack post-DPL 0.6259 ns, tool warnings 27, biggest area cells dfrtp_1, mux2_2, dfstp_2, first-pass GRT wire length 2628 um, P_int 0.4492 mW, Wirelength per Cell 9.103 um, chip area 12100 sq um, synthesized area 850.8 sq um, VDD IR-drop max 0.2131 mV, number of global-route vias before repair 492, Cell Chain, Critical Path clkdlybuf4s50_1, cell total in the yosys stat output 66, Post-CTS Hold Buffers 0, startpoint class of the critical path register, Row Count 32, fraction of layout cells with a size suffix above 1 0.3133, clk_skew 0.004151 ns, die width 110 um, Critical Path Sink Type output port, cell count after synthesis approximately 66, gpl congestion slightly below 0.7, Synth top cell by count mux2_2, combinational power share 0.066, Avg Inst Size Synth 12.89 sq um, CTS Buf Count 3, Synth cell types 15, area delta synth->final 33.68%, CTS tree done, Core ar. just under 8000 sq um, Port Buffers 16, Detailed Place HPWL ~1400 um, top post-synthesis cells by count mux2_2, dfrtp_1, buf_4, Hold Vio Cnt, Final 0, clock sink count 18, Initial Utilization 0.1090, number of enable flip-flop cells 0, critical path's largest stage delay 0.54 ns, Slew headroom 0.5558, Root Driver clkbuf_8, crit path kind reg -> out, asr flop ratio synth 1.000, ANT nets after route 0, ys flop type dfrtp_1, slowest cell on the critical path dfstp_2, cell type group with the largest total delay on the critical path flip-flops, grt total ovfl 0, worst-path maximum fanout 3, Worst Setup Slack, final 0.8196 ns, Switching Fraction 0.1912, CTS Buffer Depth 2, minimum clock period after layout 1.780 ns, clk ins delay skew pair approximately 0.25 ns, Hold WC Path Type reg -> reg, Slew @ Worst Pin 0.6656 ns, Final Cycle Share 0.6848, post-cts resize count 0, vias per cell approximately 2.5, Max-Cap Viols 0, flop2flop setup slack 0.93 ns, Worst Path Buf+Inv 1, # diodes 0, initial antenna violation count 0, Seq/Total Area, Yosys 0.5353, Yosys Warn Count 3, Routed WL 1684 um, setup TNS 0 ns, Critical Path AT 1.26 ns, CTS H-tree lvls 1, CP required 2.08 ns
cell usage in the layout, fill, tap and decap left out:
cell             synthesis  final
conb_1                   1      9
a21oi_1                  1      1
nand2_1                  2      2
o21ai_0                  5      5
nor2b_1                  1      1
dfrtp_1                 14     14
nand3b_1                 2      2
nand2b_4                 1      1
dfstp_2                  4      4
clkbuf_8                 0      4
clkdlybuf4s50_1          0     16
mux2_2                  16     16
o32ai_1                  1      1
a22oi_4                  1      1
inv_1                    6      6
power by group through the flow:
stage         logic (mW)  registers (mW)  clock network, mW
CTS               0.0395           0.294              0.229
global route      0.0417           0.296              0.245
finish            0.0369           0.294              0.224
stage by stage:
step | utilization | instance area [sq um] | power [mW] | instances
2_1_floorplan | - | 880.8 | 0.3229 | 74
3_3_place_gp | 0.1386 | 1082 | 0.3386 | 181
3_5_place_dp | 0.1386 | 1082 | 0.3388 | 181
4_1_cts | 0.1457 | 1137 | 0.5626 | 185
5_1_grt | 0.1457 | 1137 | 0.5830 | 185
6_report | 0.1457 | 1137 | 0.5554 | 185
cell type report:
type,count,area (sq um)
clock buffer,4,55.05
sequential,18,455.4
tap,102,127.6
timing repair buffer,16,160.2
fill,871,6670
multi-input combinational,39,316.6
inverter,6,22.52
routing by layer:
layer	up-vias	GRT usage	share of wire
li1	238	-	-
met1	218	0.03611	0.41
met2	15	0.04403	0.50
met3	0	0.01528	0.086
met4	0	0.0009294	0
met5	-	0	0
registers in the layout, summed over array words and instances, names as in the netlist:
register and cells:
last_sck 1, sck_sync 1, current_state 2, error 1
last_cs_n 1, tx_ready 1, cs_n_sync 1, miso 1
shift_tx 8, busy 1
final timing paths:
kind                                            to                       start  cells past startpoint
min in group asynchronous       last_sck$_DFF_PP0_                       reset                      2
setup / recovery                          tx_ready        tx_ready$_DFFE_PP1P_                      1
hold / removal                  last_sck$_DFF_PP0_          sck_sync$_DFF_PP0_                      0
max in group asynchronous         miso$_DFFE_PP0P_                       reset                      2
setup reg to reg           shift_tx[5]$_DFFE_PP0P_  current_state[1]$_DFF_PP0_                      3
hold reg to reg                 last_sck$_DFF_PP0_          sck_sync$_DFF_PP0_                      0
logic make-up after synthesis:
group                  count (synthesis)  share of synthesized area
buffers and inverters                 17                     0.1279
and+or+nand+nor                        6                    0.05000
AOI/OAI and AO/OA                      8                    0.07058
DFF                                   18                     0.5353
other                                  1                   0.004408
muxes                                 16                     0.2118
No activity file was given, so power comes from the tool's default toggle rates.
